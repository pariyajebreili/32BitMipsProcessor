## design/flow/config.mk

```make
export PLATFORM = sky130hd
export DESIGN_NAME = Mips
export DESIGN_NICKNAME = Mips
export VERILOG_FILES = /design/flow/design.v
export SDC_FILE = /design/flow/constraint.sdc
export NUM_CORES = 4
export LEC_CHECK = 1
export CORE_UTILIZATION = 50
export SYNTH_MEMORY_MAX_BITS = 65536
```

## design/flow/constraint.sdc

```tcl
current_design Mips

set clk_period 73.8
set clk_io_pct 0.2

create_clock -name clk0 -period $clk_period [get_ports {clk}]

set non_clock_inputs [all_inputs -no_clocks]
set_input_delay [expr $clk_period * $clk_io_pct] -clock clk0 $non_clock_inputs
set_output_delay [expr $clk_period * $clk_io_pct] -clock clk0 [all_outputs]
```

## design/flow/design.v

```verilog
`timescale 1ns/1ns
module ALU(Operand1, Operand2, ALUControl, ALUResult, Zero);
    input [31:0] Operand1;
    input [31:0] Operand2;
    input [1:0] ALUControl;
    output reg [31:0] ALUResult;
    output reg Zero;
    always @ (*)
    begin
      Zero = 0;
       case (ALUControl)
           2'b00 : ALUResult = (Operand1 & Operand2);
           2'b01  : ALUResult = (Operand1 | Operand2);
           2'b10 : ALUResult = Operand1 + Operand2;
           2'b11 : 
              begin
                 ALUResult = Operand1 - Operand2;
                 Zero = (ALUResult == 0) ? 1'b1 : 1'b0;  
              end
      endcase
    end    
endmodule
`timescale 1ns/1ns
module Controller(func, opcode,RegDst,RegWrite, ALUSrc,MemToReg, MemRead, MemWrite,branch,ALUOperation);
	input [5:0] opcode, func;
	output reg RegDst,RegWrite, ALUSrc,MemToReg, MemRead, MemWrite,branch;
	output reg [1:0] ALUOperation;
	always @(*) begin
		RegDst 		= 0;
		ALUSrc 		= 0;
		MemToReg	= 0;
		RegWrite	= 0;
		MemRead		= 0;
		MemWrite	= 0;
		branch		= 0;
		case(opcode)	
			6'b100011: begin
				ALUSrc 	 		= 1;
				RegWrite 		= 1;
				MemRead	 		= 1;
				MemToReg 		= 1;
				ALUOperation	= 2'b10;
			end
			6'b101011: begin
				RegDst     		= 1'bx;
				ALUSrc 	   		= 1;
				MemToReg   		= 1'bx;
				MemWrite   		= 1;
				ALUOperation	= 2'b10;
			end
			6'b000100: begin
				RegDst    		= 1'bx;
				MemToReg 		= 1'bx;
				branch			= 1;
				ALUOperation	= 2'b11;
			end
			6'b000000: begin
				RegDst 		= 1;
				RegWrite	= 1;
				case(func)
						6'b100000 : ALUOperation = 2'b10;
						6'b100010 : ALUOperation = 2'b11;
						6'b100100 : ALUOperation = 2'b00;
						6'b100101  :  ALUOperation = 2'b01;
				endcase
			end
		endcase
	end
endmodule
`timescale 1ns/1ns
module  DataMemory (Address, rbar_w, WriteData, ReadData);
      input rbar_w;
	input wire [31:0] Address,WriteData;
	output reg [31:0] ReadData;
  	reg [31:0] Mem[0:255];
	integer i;
	initial begin
			for (i = 0; i < 256; i = i + 1) begin
				Mem[i] = i;
			end
	end
	always @(*) 
	begin
	      if(rbar_w == 1)
	      begin
	         Mem[Address] = WriteData;
	      end
	      else
	      begin
        	   ReadData = Mem[Address];      
         end
	end
endmodule
`timescale 1ns/1ns
module IntructionMemory(Address, Instruction);
	input [31:0] Address;
	output reg [31:0] Instruction;
	reg [31:0] IMEM [0:127];
	always @(Address) Instruction = IMEM[Address];
    initial
    begin
      IMEM[0] = 32'b101011_00110_00101_0000000000000000;
      IMEM[1] = 32'b100011_00011_01010_0000000000000011;
      IMEM[2]  = 32'b000000_00101_00101_00101_00000_100000;
      IMEM[3] = 32'b000000_01010_00110_01011_00000_100010;
      IMEM[4] = 32'b000000_00011_00011_00100_00000_100000;
      IMEM[5] = 32'b000000_00001_00010_00011_00000_100010;
      IMEM[6] = 32'b000000_00001_01010_01010_00000_100000; 
      IMEM[7] = 32'b000100_10100_10100_0000000000000111;
      IMEM[8] = 32'b00000000000000110010000000100000; 
      IMEM[15]  = 32'b00000000000010100101000000100010;
      IMEM[16] = 32'b000000_00101_00101_00111_00000_100000;
      IMEM[17] = 32'b000100_01010_01111_0000000000000011;
    end
endmodule
`timescale 1ns/1ns
module mux_2_to_1_32bits (Input0, Input1, Selector, Output1);
    input [31:0] Input0, Input1;
    input Selector;
    output reg [31:0] Output1;
    always @(*)
    begin
        Output1 = (Selector == 1'b0) ? Input0 : Input1;
    end
endmodule
`timescale 1ns/1ns
module Mips(clk, rst, pc_in ,Instruction, ReadData1, ReadData2,  WriteDataReg,
      WriteReg, Zero, branch, RegDst, RegWrite, MemToReg, ALUSrc, MemRead, MemWrite, ALUOperation);
	input clk,rst;
      output wire [4:0] WriteReg;
	output wire [31:0] Instruction,ReadData1, ReadData2,WriteDataReg;
	output wire [31:0] pc_in;
	output wire RegDst, RegWrite, MemToReg,ALUSrc,
	Zero, MemRead, MemWrite, branch;
	output wire [1:0] ALUOperation;
	wire [31:0] AddAluOut,ShiftOut,extend32, alu_b, alu_out, MemReadData;
      wire branch_zero_and;
      and(branch_zero_and, branch, Zero);
	ProgramCounter PC(.clk(clk), .rst(rst), .PcIn(pc_in), .new_pc(AddAluOut), .branch_zero_and(branch_zero_and), .PcNext(pc_in));
	SignExtend SE16TO32(Instruction[15:0],extend32);
	PcAdder PCADDER(.PcNext(pc_in), .ShiftOut(extend32),.AddAluOut(AddAluOut));
	IntructionMemory IM(.Address(pc_in), .Instruction(Instruction));
	mux_2_to_1_5bits mux_before_regfile(.Input0(Instruction[20:16]), .Input1(Instruction[15:11]),
       .Selector(RegDst), .Output1(WriteReg));
      RegisterFile RF(.clk(clk), .rst(rst), .ReadRegister1(Instruction[25:21]), .ReadRegister2(Instruction[20:16]),
      .WriteData(WriteDataReg), .WriteReg(WriteReg),
      .RegWriteActive(RegWrite), .ReadData1(ReadData1), .ReadData2(ReadData2));
	mux_2_to_1_32bits mux_after_regfile(.Input0(ReadData2), .Input1(extend32), .Selector(ALUSrc), .Output1(alu_b));
      ALU alu(.Operand1(ReadData1), .Operand2(alu_b), .ALUControl(ALUOperation), .ALUResult(alu_out), .Zero(Zero));
      Controller controller(.func(Instruction[5:0]), .opcode(Instruction[31:26]),.RegDst(RegDst),.RegWrite(RegWrite), .ALUSrc(ALUSrc),
      .MemToReg(MemToReg), .MemRead(MemRead), .MemWrite(MemWrite),.branch(branch),.ALUOperation(ALUOperation));
      DataMemory DM(.Address(alu_out), .rbar_w(MemWrite),
      .WriteData(ReadData2), .ReadData(MemReadData));
	mux_2_to_1_32bits mux_affter_memory(.Input0(alu_out), .Input1(MemReadData), .Selector(MemToReg), .Output1(WriteDataReg));
endmodule
`timescale 1ns/1ns
module PcAdder(PcNext, ShiftOut, AddAluOut);
	input [31:0] PcNext;
	input [31:0] ShiftOut;
	output reg [31:0] AddAluOut;
	always @(*) 
	begin
		AddAluOut <= PcNext + ShiftOut;
	end
endmodule
`timescale 1ns/1ns
module ProgramCounter(clk, rst, PcIn, new_pc, branch_zero_and,PcNext);
	input clk, rst, branch_zero_and;
	input [31:0] PcIn, new_pc;
	output reg [31:0] PcNext;
	always @(posedge clk) 
      begin
		if (rst == 1) 
		    PcNext = 0;
		else if (branch_zero_and) 
			PcNext = new_pc + 1;		    
		else 
		    PcNext = PcIn + 1; 
	end
endmodule
`timescale 1ns/1ns
module RegisterFile(clk, rst, ReadRegister1, ReadRegister2, WriteData, WriteReg,RegWriteActive, ReadData1, ReadData2);
    input rst, clk;
    input [4:0] ReadRegister1;
    input [4:0] ReadRegister2;
    input [31:0] WriteData;
    input [4:0] WriteReg;
    input RegWriteActive;
    output [31:0] ReadData1, ReadData2;
    integer i;
    reg [31:0] RegFile [0:31];
     assign ReadData1 = (ReadRegister1 == 5'b00000)? 32'h00000000: RegFile[ReadRegister1];
     assign ReadData2 = (ReadRegister2 == 5'b00000)? 32'h00000000: RegFile[ReadRegister2];
    always @ (posedge clk)
    begin
        if (rst)
			for (i = 1; i < 32; i = i + 1)
				RegFile[i] <= i;
        else if (RegWriteActive)
            RegFile[WriteReg] <= WriteData;
    end
endmodule
`timescale 1ns/1ns
module SignExtend(Input1, Output1);
   input [15:0] Input1;
   output reg [31:0] Output1;
   always @(*)
   begin
       if(Input1[15] == 1'b1)
       begin
           Output1 = {16'b1111111111111111, Input1};
       end
       else
       begin
          Output1  = Input1; 
       end
   end
endmodule
`timescale 1ns/1ns
module mux_2_to_1_5bits (Input0, Input1, Selector, Output1);
    input [4:0] Input0, Input1;
    input Selector;
    output reg [4:0] Output1;
    always @(*)
    begin
        Output1 = (Selector == 1'b0) ? Input0 : Input1;
    end
endmodule
```

## design/flow/run.sh

```bash
#!/bin/bash
# OpenROAD 26Q1-2900-gdf79404cd8, Yosys 0.63+post, stock flow scripts
make -C /OpenROAD-flow-scripts/flow DESIGN_CONFIG=/design/flow/config.mk WORK_HOME=/design/flow/orfs finish
```

==> results_dict.tcl <==
# flow metrics
set metrics [dict create \
    post-cts-setup-buffers 0 \
    syn_avg_cell_area_um2 11.1 \
    ff_type "dlxtn_1" \
    error "[ERROR GRT-0116] Global routing finished with congestion. Check the congestion regions in the DRC Viewer." \
    port_buffers 167 \
    ioPinCount 177 \
    top_area_share_pct 52.3 \
    grt_pass1_wl_mm 3240 \
    ys_cells 21300 \
    most_common_cell "dlxtn_1" \
    fp.dieW_um 691 \
    edf_count 1024 \
    yosys_warnings 11 \
    async_flop_share_pct 0 \
    grt-ovfl-total 45300 \
    grt_max_degree 176 \
    status "stopped before the end" \
    cts_resized 0 \
    ys_chip_area_um2 237000 \
    untimed_endpoints 8228 \
    syn_area_um2 237000 \
    yosysUniqueCellTypes 115 \
    hold_buffers 0 \
    first_global_vias 282000 \
    common_cells "dlxtn_1 (8226), a22oi_1 (2614), nor2_1 (1508), nand2_1 (1195), edfxtp_1 (1024)" \
    unclocked_pins 8226 \
    root_buffer "clkbuf_16" \
    synthCells 21300 \
    cts-buffers-inserted 88 \
    track_usage_pct 109 \
    hpwl_mm 1520 \
    die_h_um 691 \
    lastStage "global routing" \
    cts_buffer_depth 3 \
    area_leaders "dlxtn_1 (52%), edfxtp_1 (13%), a22oi_1 (8.3%)" \
    gp_congestion 1.34 \
    htreeDepth 3 \
    fp-utilization_pct 50.3 \
    numSynthFlops 9301 \
    yosys.area.top_type "dlxtn_1" \
    num_rows 252 \
    place_ws_ns 48.42 \
]
-- through the flow --
step / cells / total power, µW / util, % / area [µm²]
after CTS: 28400 / 13300 / 55.9 / 264000
after detailed placement: 28200 / 12700 / 55.2 / 261000
after global placement: 28200 / 12700 / 55.2 / 261000
after floorplan: 21300 / 6640 / - / 237000
-- cells by family after synthesis --
group | Yosys count | synth area share [%]
multiplexers | 774 | 6.20
XOR/XNOR | 72 | 0.266
latches | 8226 | 52.3
AND/OR/NAND/NOR | 4752 | 9.53
flip-flops | 1075 | 13.4
buffers and inverters | 1573 | 2.62
AND-OR/OR-AND | 4752 | 15.3
adder cells (fa/ha/maj) | 108 | 0.579
other | 1 | 0.00158
-- layer usage --
metal	overflow	track usage, %
met3	9066	107
met4	6974	106
met1	9735	107
met5	886	98.8
met2	18600	115
No activity file was given, so power comes from the tool's default toggle rates.
